## /design/flow/config.mk

```make
export PLATFORM = sky130hd
export DESIGN_NAME = amba_ahb_slave
export DESIGN_NICKNAME = amba_ahb_slave
export VERILOG_FILES = /design/flow/design.v
export SDC_FILE = /design/flow/constraint.sdc
export NUM_CORES = 4
export LEC_CHECK = 1
export CORE_UTILIZATION = 50
```

## /design/flow/constraint.sdc

```tcl
current_design amba_ahb_slave

set clk_period 9.4
set clk_io_pct 0.2

create_clock -name clk0 -period $clk_period [get_ports {hclk}]

set non_clock_inputs [all_inputs -no_clocks]
set_input_delay [expr $clk_period * $clk_io_pct] -clock clk0 $non_clock_inputs
set_output_delay [expr $clk_period * $clk_io_pct] -clock clk0 [all_outputs]
```

## /design/flow/design.v

```verilog
module amba_ahb_slave #(
  parameter AW = 32,     
  parameter DW = 32,     
  parameter DE = "BIG",     
  parameter RW = 1,     
  parameter MS = 1024,   
  parameter AM = {10{1'b1}},   
  parameter LW_NS = 0,   
  parameter LW_S  = 0,   
  parameter LR_NS = 0,   
  parameter LR_S  = 0    
)(
  input  wire          hclk,      
  input  wire          hresetn,   
  input  wire          hsel,      
  input  wire [AW-1:0] haddr,     
  input  wire    [1:0] htrans,    
  input  wire          hwrite,    
  input  wire    [2:0] hsize,     
  input  wire    [2:0] hburst,    
  input  wire    [3:0] hprot,     
  input  wire [DW-1:0] hwdata,    
  output wire [DW-1:0] hrdata,    
  output reg           hready,    
  output reg  [RW-1:0] hresp,     
  input  wor           error      
);
localparam SW = DW/8;   
wor           error_req;
assign error_req = 1'b0;
assign error_req = error;           
wire [32-1:0] delay;     
wire [32-1:0] cnt_t;     
reg  [32-1:0] cnt_t_r;   
reg           hsel_r;
reg  [AW-1:0] haddr_r;
reg     [1:0] htrans_r;
reg           hwrite_r;
reg     [2:0] hsize_r;
reg     [2:0] hburst_r;
reg     [2:0] hprot_r;
reg     [7:0] mem [0:MS-1];
genvar i;
wire    [7:0] bytes;
wire [DW-1:0] wdata;     
wire [DW-1:0] rdata;     
wire          trn;       
wire          trn_req;   
wire          trn_ack;   
always @(negedge hresetn, posedge hclk)
if (~hresetn) begin
  htrans_r <= 2'b00;
  for(int i=0;i<256;i++) mem[i]=i;
end else if (hready) begin
  hsel_r   <= hsel;
  haddr_r  <= haddr;
  htrans_r <= htrans;
  hwrite_r <= hwrite;
  hsize_r  <= hsize;
  hburst_r <= hburst;
  hprot_r  <= hprot;
end
always @(negedge hresetn, posedge hclk)
if (~hresetn) begin
  cnt_t_r <= 0;
  hready  <= 1'b1;
  hresp   <= 1'b0;
end else begin
  cnt_t_r <= cnt_t;
  if (error) begin
    if (hready) begin
      if ((htrans == 2'b00) | (htrans == 2'b01)) begin
        hresp   <= 1'b0;
        hready  <= 1'b1;
      end
      if ((htrans == 2'b10) | (htrans == 2'b11)) begin
        hresp   <= (cnt_t == 0) ? 1'b1 : 1'b0;
        hready  <= 1'b0;
      end
    end else begin
      if ((htrans_r == 2'b10) | (htrans_r == 2'b11)) begin
        if (hresp == 1'b0) begin
          hresp   <= (cnt_t == 0) ? 1'b1 : 1'b0;
        end else begin
          hready  <= 1'b1;
        end
      end
    end
  end else begin
    hresp   <= 1'b0;
    hready  <= (cnt_t == 0);
  end
end
assign delay = htrans[0] ? (hwrite ? LW_S  : LR_S )
                         : (hwrite ? LW_NS : LR_NS);
assign cnt_t = hready ? (htrans[1] & hsel ? delay
                                          : 0)
                      : cnt_t_r - 1;
assign trn_req = ((htrans_r == 2'b10) | (htrans_r == 2'b11)) & hsel_r;
assign trn_ack = hready;
assign trn     = trn_req & trn_ack;
assign bytes = 1 << hsize_r;
generate
  for (i=0; i<SW; i=i+1) begin
    if (DE == "BIG") begin
    end else if (DE == "LITTLE") begin
    end
  end
        assign  wdata  =  hwdata ;
        assign  hrdata =  rdata ;
endgenerate
generate
  for (i=0; i<SW; i=i+1) begin
    always @(posedge hclk) begin
      if (trn & (hresp == 1'b0) & hwrite_r) begin
        if (((haddr_r&AM)%SW <= i) & (i < ((haddr_r&AM)%SW + bytes)))  mem [(haddr_r&AM)/SW*SW+i] <= wdata [8*i+:8];
      end
    end
  end
endgenerate
generate
  for (i=0; i<SW; i=i+1) begin
    assign rdata [8*i+:8] = ((trn & (hresp == 1'b0) & ~hwrite_r) & ((haddr_r&AM)%SW <= i) & (i < ((haddr_r&AM)%SW + bytes))) ? mem [(haddr_r&AM)/SW*SW+i] : 8'hxx;
  end
endgenerate
endmodule
```

## /design/flow/run.sh

```bash
#!/bin/bash
# OpenROAD 26Q1-2900-gdf79404cd8, Yosys 0.63+post, stock flow scripts
make -C /OpenROAD-flow-scripts/flow DESIGN_CONFIG=/design/flow/config.mk WORK_HOME=/design/flow/orfs finish
```

==> reports/qor.csv <==
metric,value,unit
cts bufs inserted,5,
number of distinct library cells after synthesis,43,
# Post-CTS Setup Buffers,0,
clock slew at the register clock pins of the worst setup and hold paths,0.08,ns
CP endpoint,hrdata[23],
FP Rows,24,
critical-path cell with the highest stage delay,nor2_1,
worst r2r src,cnt_t_r[0],
Hold Fails Final Rpt,0,
die extent in x,71.1,microns
status,finished clean,
worst reg2reg path depth,9,
core area,4470,sq um
number of synthesis warnings,31700,
unrepaired setup endpoints after global routing,false,
ys async rst share,0.814,
fin. max-slew vios,0,
Cells after Synth,234,
Post-CTS Resized,0,
Congestion Overflow GR,0,
Detailed Place HPWL,3.37,mm
Via density,5.43,
clk_skew,0.00773,ns
share of cells above drive strength 1,0.110,
Setup CP Type,reg2out,
Yosys reg bits,43,
cells taking the most area after synthesis,"dfrtp_1 36%, edfxtp_1 10%, xnor2_1 7.0%",
count of library flops with an enable pin,8,
placer congestion estimate,0.866,
via count,1710,
max incr delay on CP,0.53,ns
minimum clock period,3.84,ns
YS chip area,2390,sq um
maximum fanout along the worst path,15,
Dominant flop cell,dfrtp_1,
Fillers,386,
Max Fclk,0.260,GHz
CTS Buffer Depth,2,
worst r2r dst,hready,
initial drt markers,95,
Post-CTS Hold Fix Bufs,0,
Diodes inserted,0,
power density of the placed cells,217,nW/um^2
kind of start point of the critical path,flop,
CP arrival,1.96,ns
IO Pins,115,
tool warnings,95,
Design Power,0.611,mW
Setup TNS Final,0,ns
max-cap violation count,0,
clock latency on the worst-skew pair,0.30,ns
DRC viols,0,
"area leader, netlist",dfrtp_1,
Area Growth Syn to Fin,17.7,%
Final period util,0.409,
initial antenna violation count,0,
max_slew headroom,0.546,
worst reg2reg setup slack,6.34,ns
sequential area share after synthesis,0.468,
chip footprint,5060,sq um
CP Launch Point,haddr_r[9],
FP Util,0.534,
Final setup viols,0,
pin count of the biggest net entering global routing,39,
CTS H-tree lvls,2,
yosys cell count,234,
critical path capture point type,output port,
worst min-delay path class,reg2reg,
syn avg cell area,10.2,sq um
post-DR wirelength/cell,14.6,microns
Crit path required time,7.52,ns
IO Port Bufs,41,
Total Routing Usage GR,0.208,
Worst IR Drop VDD,169,uV
post-route ant nets,0,
Hold Startpoint,htrans_r[1],
Root Buffer,clkbuf_8,
"Critical Path, Cell by Cell","nor2_1, and2_1, clkdlybuf4s50_1",
Mapped Area,2390,sq um
CTS tree,built,
worst-margin pin slew,0.675,ns
vias in the first global route,1619,
first-pass GRT wire length,7.77,mm
1st-pass router iterations,27,
Die Span Y,71.1,microns
Leakage Power,1.08,nW
clock sinks,43,
Max-area cell share,0.356,
drt total wl,4.60,mm
## flip-flops by register name, indices dropped and copies added (netlist names)
| signal | cells |
|---|---|
| cnt_t_r | 32 |
| haddr_r | 8 |
| hready | 1 |
| hresp | 1 |
| htrans_r | 1 |
## critical path: cells and delay by family (launching register included)
kind | cells | cell delay [ns]
buf+inv | 1 | 0.48
simple gates | 2 | 0.81
flops | 1 | 0.37
## cell usage after synthesis, types with 2 or more instances
cell	number
or3_1	4
nor4_1	9
nand2_1	9
nand3_1	6
o21ai_0	2
or4_2	2
clkbuf_1	3
dfrtp_1	34
nor4_4	2
xor2_1	8
edfxtp_1	8
a21oi_1	5
and2_1	14
nor2_1	38
or4_1	7
buf_4	20
a41oi_1	2
inv_1	6
xnor2_1	19
nand3_2	2
nor3_1	10
nand4_1	2
or3_2	2
## placed cells by master (no fill, tap or decap), types with 2 or more instances in the layout
master / instances
nand3_2: 2
and2_1: 14
or4_1: 7
nor3_1: 10
dfrtp_1: 34
or4_2: 2
edfxtp_1: 8
conb_1: 4
nor2_1: 38
or3_2: 2
nor4_4: 2
xnor2_1: 19
nor4_1: 9
o21ai_0: 2
nand4_1: 2
a41oi_1: 2
nand2_1: 9
or3_1: 4
nand3_1: 6
clkdlybuf4s50_1: 41
clkbuf_8: 5
inv_1: 6
buf_4: 2
a21oi_1: 5
xor2_1: 8
## through the flow
stage / utilization / cell area, sq um / hold WS [ns] / cells / setup slack (ns)
2_1_floorplan: - / 2400 / 0.478 / 237 / 6.50
3_3_place_gp: 0.604 / 2700 / 0.513 / 307 / 5.84
3_5_place_dp: 0.604 / 2700 / 0.521 / 307 / 5.84
4_1_cts: 0.628 / 2810 / 0.538 / 315 / 5.50
5_1_grt: 0.628 / 2810 / 0.572 / 315 / 5.35
6_report: 0.628 / 2810 / 0.534 / 315 / 5.56
## layout make-up
cell class,count,area [sq um],share of cell area
clock buffer,5,68.8,0.0245
sequential,43,1120,0.398
inverter,6,22.5,0.00801
timing repair buffer,43,425,0.151
multi-input combinational,163,1070,0.382
tap,52,65.1,0.0232
clock inverter,3,38.8,0.0138
## where the power goes
part | leakage (nW) | switching, mW | internal, mW | total [mW]
sequential | 0.515 | 0.0730 | 0.234 | 0.308
clock | 0.0556 | 0.0617 | 0.0778 | 0.139
combinational | 0.507 | 0.0872 | 0.0765 | 0.164
total | 1.08 | 0.222 | 0.389 | 0.611
## metal layers
metal	global-route usage	wire length [microns]
met5	0	0
met2	0.321	2080
met4	0.0222	19
met1	0.339	2240
met3	0.0405	269
## logic make-up after synthesis
group	synth area share
AOI/OAI and AO/OA	0.0503
xor gates and xnor gates	0.0991
adders and majority gates	0.00524
buffers and inverters	0.0875
DFF	0.468
muxes	0.00472
other	0.00157
and+or+nand+nor	0.284
## how the worst min path moves through the flow
stage     cells after the start  slack, ns     endpoint
4_1_cts                       1       0.54  htrans_r[1]
5_1_grt                       1       0.57  htrans_r[1]
6_report                      1       0.53  htrans_r[1]
Power is estimated from default activity; no workload was simulated.
